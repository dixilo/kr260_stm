==> flow/design.v <==
`timescale 1ns / 1ps
module pps_timer (
    input        clk,
    input        rstn,
    input        pps,
    input [93:0] timer_cnt_in,
    output [93:0] timer_cnt_out
    );
    reg [93:0] timer_cnt_reg;
    assign timer_cnt_out = timer_cnt_reg;
    reg pps_buf;
    wire pps_rising_edge = (pps_buf == 1'b0) & (pps == 1'b1);
    always @(posedge clk) begin
        if (~rstn) begin
            timer_cnt_reg <= 93'b0;
        end else begin
            if (pps_rising_edge) begin
                timer_cnt_reg <= timer_cnt_in;
            end
        end
    end
    always @(posedge clk) begin
        if (~rstn) begin
            pps_buf <= 1'b0;
        end else begin
            pps_buf <= pps;
        end
    end
endmodule
==> flow/run.sh <==
#!/bin/bash
# OpenROAD 26Q1-2900-gdf79404cd8, Yosys 0.63+post, stock flow scripts
make -C /OpenROAD-flow-scripts/flow DESIGN_CONFIG=/design/flow/config.mk WORK_HOME=/design/flow/orfs finish
==> flow/config.mk <==
export PLATFORM = sky130hd
export DESIGN_NAME = pps_timer
export DESIGN_NICKNAME = pps_timer
export VERILOG_FILES = /design/flow/design.v
export SDC_FILE = /design/flow/constraint.sdc
export NUM_CORES = 4
export LEC_CHECK = 1
export CORE_UTILIZATION = 50
==> flow/constraint.sdc <==
current_design pps_timer

set clk_period 8.1
set clk_io_pct 0.2

create_clock -name clk0 -period $clk_period [get_ports {clk}]

set non_clock_inputs [all_inputs -no_clocks]
set_input_delay [expr $clk_period * $clk_io_pct] -clock clk0 $non_clock_inputs
set_output_delay [expr $clk_period * $clk_io_pct] -clock clk0 [all_outputs]
==> Changelog: implementation <==
## Flow update

* Placeable core area at 0.00729 mm²
* Vias in the first global route at 2905
* Synthesized cell area at approximately 0.0038 mm²
* Die X at between 80 and 90 µm
* Final global-route overflow total at 0
* CP arrival at approximately 3 ns
* Num Clock Sinks at 95
* Initial antenna violation count at 0
* Yosys chip area at 0.00380 mm²
* Total power at 1.01 mW
* Distinct cells, synth at 10
* Final Max Tran Viols at 0
* Int Pwr at about 0.78 mW
* WHS Endpoint: timer_cnt_reg[93]
* Hold Path Origin: timer_cnt_reg[93]
* Worst path required time at 8.37 ns
* Reg-to-reg endpoint: timer_cnt_reg[40]
* I/O pin count at 191
* Routed WL per cell at 13.1 µm
* Tmin final at between 2 and 3 ns
* Post-route ant nets at 0
* Via Count at around 3200
* Area delta synth->final at 53.6%
* Chip area at ~0.008 mm²
* Setup tns final at 0 ns
* Critical-path cell list: clkdlybuf4s50_1, nor2b_4, buf_12, mux2i_1
* Die y size at ~89 µm
* Sequential share of power at 50.7%
* # setup viols final at 0
* Gpl congestion at 0.766
* Sw Share at 22.6%
* Slew HR at 55.1%
* CTS clk-pin slew, worst paths at 0.08 ns
* Yosys warning total at 1
* Final Hold Vio Count at 0
* Pwr Density at about 170 mW/mm²
* Post-synth regs at 95
* CTS tree: done
* Largest stage delay, worst path at approximately 0.5 ns
* Final Cycle Share at between 30% and 40%
* Achievable frequency at around 360 MHz
* R2r setup slk at just under 7 ns
* Worst setup SP type: primary input
* Status: completed
* DR pass1 iterations at 4
* HPWL after DPL at 6100 µm
* CTS buffer count at 9
* MaxCap Viol Count at 0
* First-pass GRT wire length at roughly 13000 µm
* Final Cell Area at 0.00584 mm²
* Hold crit path type: register to register
* Mean Syn Cell Area at approximately 9.3 µm²
* Synth Instances at between 400 and 500
* Log Warnings at 26
* Postcts setup bufs at 0
* Crit path kind: primary input to register
* Worst Path Max Fanout at 94
* Dpl cells at 671
* Actual slew at the worst max-slew pin at 0.673 ns
* Row count at 31
* Hold depth at 2
* Combinational Power Share at roughly 17%
* Placed instance area at 0.00563 mm²
* Max reg flops at 94
* # DRC at 0
* Longest Clk Path Bufs at 2
* Count of buffers from port buffering at about 190
* # Cells Yosys at 411
* Clk network pwr share at roughly 32%
* Total GRT Usage at 22.3%
* Peak VDD IR at approximately 180 µV
* Diode count at 0
* Hold Buf Count CTS at 0
* RR Startpoint: pps_buf
* Via density at about 4.7
* Drt total wl at 8970 µm
* Clk latency late pin at 0.35 ns
* Cts repair resizes at 0
* H-Tree Depth at 3
* DR iter-0 viols at 93
* Leak at 2.38 nW
* Layout cell share with drive strength beyond 1 at approximately 3.6%
* RSZ-0062 raised after global routing: no
* Reg2reg path depth at 3
* FILL cells at 468
* NetSw at 0.228 mW
* Post-route insts no fill at 687
* Post-synth seq share at 50.0%
* Clock root buffer: clkbuf_8
* Skew final at between 0.006 and 0.007 ns
* Largest net degree at the start of global routing at around 95
* Initial Util at 52.2%
* CP Capture Type: register
* CP max-delay cell: buf_12
## cell usage after synthesis (all sizes together)
master    n  area (µm²)
and2      1        6.26
nor2b     1        13.8
dfxtp    95        1900
mux2i    94         941
clkbuf    7        26.3
nand2   188         706
buf      25         210
## worst max path at each step
stage	startpoint	to	slack, ns	cells after the start
after CTS	timer_cnt_reg[44]	timer_cnt_out[44]	5.27	1
after global routing	timer_cnt_reg[90]	timer_cnt_out[90]	5.22	1
final	pps	timer_cnt_reg[40]	5.28	4
## layout make-up
| class | count | area, µm² | share of cell area, % |
|---|---|---|---|
| Clock buffer | 12 | 165 | 2.83 |
| Clock inverter | 4 | 52.6 | 0.899 |
| Multi-Input combinational cell | 284 | 1670 | 28.5 |
| Sequential cell | 95 | 1900 | 32.5 |
| Tap cell | 99 | 124 | 2.12 |
| Timing Repair Buffer | 193 | 1930 | 33.1 |
## logic make-up after synthesis
kind of cell | synth area share (%)
muxes | 24.7
DFF | 50.0
buffers and inverters | 6.22
and+or+nand+nor | 19.1
## power by group through the flow
stage | clock, mW | combinational, mW | sequential [mW]
4_1_cts | 0.336 | 0.173 | 0.511
5_1_grt | 0.353 | 0.186 | 0.515
6_report | 0.327 | 0.170 | 0.511
## stage by stage
stage          utilization, %  hold WS [ns]  setup WS [ns]
2_1_floorplan               -         0.420           5.71
3_3_place_gp             77.2         0.441           4.98
3_5_place_dp             77.2         0.447           4.96
4_1_cts                  80.1         0.460           5.27
5_1_grt                  80.1         0.472           5.22
6_report                 80.1         0.457           5.28
## cell usage in the layout (no fill, tap or decap)
cell and instances:
clkdlybuf4s50_1 189, clkbuf_8 12, buf_4 3, buf_12 1, mux2i_1 94, clkinvlp_4 3, nor2b_4 1, and2_1 1
bufinv_16 1, nand2_1 188, dfxtp_1 95
## worst max-delay path, delay by kind of cell
| kind | cells | cell delay, ns |
|---|---|---|
| and+or+nand+nor | 1 | 0.16 |
| buffers and inverters | 2 | 0.99 |
| muxes | 1 | 0.26 |
## metal layers
metal  up-vias  track usage [%]  wire length, µm
met3         8             8.90              933
met5         -                0                0
li1       1653                -                -
met4         0             2.16              104
met1      1469             29.7             3760
met2       108             36.7             4170
Power is estimated from default activity; no workload was simulated.
