`flow/constraint.sdc`:
```
current_design enc_timer

set clk_period 14.0
set clk_io_pct 0.2

create_clock -name clk0 -period $clk_period [get_ports {clk}]

set non_clock_inputs [all_inputs -no_clocks]
set_input_delay [expr $clk_period * $clk_io_pct] -clock clk0 $non_clock_inputs
set_output_delay [expr $clk_period * $clk_io_pct] -clock clk0 [all_outputs]
```
`flow/config.mk`:
```
export PLATFORM = sky130hd
export DESIGN_NAME = enc_timer
export DESIGN_NICKNAME = enc_timer
export VERILOG_FILES = /design/flow/design.v
export SDC_FILE = /design/flow/constraint.sdc
export NUM_CORES = 4
export LEC_CHECK = 1
export CORE_AREA = 10 10 156 156
export DIE_AREA = 0 0 166 166
```
`flow/run.sh`:
```
#!/bin/bash
# OpenROAD 26Q1-2900-gdf79404cd8, Yosys 0.63+post, stock flow scripts
make -C /OpenROAD-flow-scripts/flow DESIGN_CONFIG=/design/flow/config.mk WORK_HOME=/design/flow/orfs finish
```
`flow/design.v`:
```
`timescale 1ns / 1ps
module enc_timer (
    input        clk,
    input        rstn,
    input [1:0]  enc_in,
    input [93:0] timer_cnt_in,
    output [93:0] timer_cnt_out,
    output [1:0]  enc_out,
    output        valid,
    output [95:0] m_axis_tdata,
    output        m_axis_tvalid,
    input         m_axis_tready
    );
    reg [93:0] timer_cnt_reg;
    reg [1:0]  enc_reg;
    reg        valid_reg;
    wire enc_change = (enc_reg != enc_in);
    always @(posedge clk) begin
        if (~rstn) begin
            valid_reg <= 1'b0;
        end else begin
            if (enc_change) begin
                valid_reg <= 1'b1;
            end else begin
                valid_reg <= 1'b0;
            end
        end
    end
    assign valid = valid_reg;
    always @(posedge clk) begin
        if (~rstn) begin
            timer_cnt_reg <= 93'b0;
        end else begin
            if (enc_change) begin
                timer_cnt_reg <= timer_cnt_in;
            end
        end
    end
    assign timer_cnt_out = timer_cnt_reg;
    always @(posedge clk) begin
        if (~rstn) begin
            enc_reg <= 2'b00;
        end else begin
            enc_reg <= enc_in;
        end
    end
    assign enc_out = enc_reg;
    assign m_axis_tdata = {enc_reg, timer_cnt_reg};
    assign m_axis_tvalid = {valid_reg};
endmodule
```
==> run notes <==
The most frequently placed logic cell in the final layout was clkdlybuf4s50_1. The transition time recorded at the tightest slew-check pin is 0.738 ns. The run gives 26 for the number of logged tool warnings.

The critical path endpoint has a required time of 14.27 ns. With the fraction of final layout cells sized beyond drive strength 1 at 0.0302, the global-route wire length before repair is 22.6 mm. The post-synthesis instance area came out at 4520 sq um. The largest incremental delay on the critical path is 0.67 ns. For the fraction of the core area occupied by cells at floorplan, the log shows 0.215. The nature of the critical path startpoint was an input port. The internal cell power came out at 0.553 mW. The setup path with the least slack is of type input port to flip-flop. For this block, the routed nets add up to 14.4 mm of wire.

The tool flagged a number of max-cap violations equal to 0. The logs give 3 for the number of H-tree levels and 0.429 for the proportion of synthesized chip area in sequential cells. Per the detail_route report, inserted antenna diodes total 0.

Summed over all layers, the global routing overflow is 0. Instance tally after logic synthesis: 513. The global router's overall resource usage is 0.102.

The number of nets with antenna violations after routing is 0, and the setup slack on the worst flop-to-flop path is 12.04 ns. The run gives 9.47 ns for the worst setup slack after layout. The run gives 5 for the number of cells on the critical path. With the total I/O pin count at 293, the average cell area after synthesis is 8.82 sq um.

Counting the buffers created by CTS gives 9. The run gives 3856 for the via count of the first global-routing pass. The buffer_ports step reported a buffer count of 291. The last weighted congestion value of the routability-driven placer came out at 0.783.

The timing report notes that buffer and inverter cells on the critical path total 2. Counting I/O delays and the setup requirement, the final critical path takes 4.53 ns. The total power density per cell area was 101 nW/um^2; the later-pin clock latency in the skew report was 0.34 ns. The tools report the maximum frequency from static timing analysis as 221 MHz. The register with the most flip-flops in the layout has 94 of them. In the placement report, post-DP HPWL is listed as 11.1 mm. Before antenna repair, the detailed router went through 6 iterations. The share of total power in sequential cells was 0.438. The headroom to the max-slew limit was 0.508. The top cell types in the final layout, fill and taps aside, are 290 x clkdlybuf4s50_1, 188 x nand2_1, 97 x dfxtp_1. The number of hold buffers added after CTS was 0. The logs give 4.80 ns for the arrival time of the worst setup path and 1 for the count of warnings emitted by yosys. The run gives 21000 sq um as the core area. Timing analysis after detailed placement gives a worst setup slack of 9.09 ns. According to the floorplan report, the die height is 166 um. The final standard cell area without fillers was 7210 sq um. The startpoint identified for the worst register-to-register timing path is enc_reg[0].

Summed over all cells, the static leakage comes to 2.75 nW. The tree is rooted in a clkbuf_16. The worst-case reg-to-reg path depth was 4. The tools report the number of antenna violations at the first check in global routing as 1. In this run, post-CTS repair resized a total of 0 instances. The final design utilization is 0.343, and the floorplan die area is 27600 sq um.

The worst-case vdd ir drop is 0.0000455 V, and the yosys cell count is 513. The worst setup path is captured at a flip-flop. The clock network fraction of total power was 0.336; the chip area from the yosys synthesis statistics was 4520 sq um.

The worst reg2reg path endpoint was timer_cnt_reg[60]. The per-cell via count in the routed design was 3.79; the number of buffers added for setup after CTS was 0. After detailed placement, the total cell area comes to 6920 sq um. Synthesis instantiated 12 different standard cells from the library. The run gives 0.00834 ns as the largest clock skew in the final design. The average detailed-routed wire length per instance was 14.8 um; the row count was 53. The run gives 0 ns as the post-route setup TNS.

OpenSTA lists the critical path endpoint as timer_cnt_reg[60]. The routed layout has 3677 vias. The share of the clock period used by the worst path after layout works out to 0.324. With the post-detailed-route DRC marker count at 0, the combinational power share is 0.226.

The detailed router finished its first iteration with 114 violations. The die is 166 um wide. Per the run report, area growth between synthesis and finish was 59.4%. Endpoints failing hold in the final report were tallied at 0. TritonCTS reports the number of clock sinks as 97. For the buffer levels on the longest clock path, the log shows 2. In this run the worst setup path begins at enc_in[1].

TritonCTS built the clock tree. Per STA, the worst path accumulates the most delay in the family buffers and inverters. In this run the critical path is formed by clkdlybuf4s50_1 -> xor2_1 -> nor2_4 -> buf_4 -> mux2i_1. Setup repair after global routing left no endpoint under its margin. Per the post-CTS timing run, clock transition at the registers of the reported paths is 0.06 ns. The flip-flop and latch count after synthesis was 97.

The flow ran to the end, and the final reports show no timing, DRC or antenna violations. The most critical min-delay path falls under flip-flop to flip-flop. In this run the worst path has a maximum fanout of 42. Entering global routing, the biggest net connects 66 pins. Proportion of total power due to net switching: 0.243. Cell at the slowest stage of the critical path: buf_4. Net load switching power: 0.177 mW.

Per the final report, max-transition violations number 0. Count of final setup violators: 0.
cells by family (layout without fill, tap and decap cells):
group	count (synthesis)	in the layout	share of synthesized area
muxes	94	94	0.208
xor gates and xnor gates	2	2	0.00387
and+or+nand+nor	192	192	0.162
DFF	97	97	0.429
buffers and inverters	128	311	0.197
metrics by stage:
step           hold slack [ns]  cells  power (mW)
6_report                 0.472    971       0.730
4_1_cts                  0.476    971       0.748
3_5_place_dp             0.467    955       0.496
3_3_place_gp             0.460    955       0.495
5_1_grt                  0.498    971       0.775
2_1_floorplan            0.438    513       0.395
synth_stat cells:
| cell | n | area share |
|---|---|---|
| buf_2 | 5 | 0.0055 |
| nand2_1 | 188 | 0.16 |
| buf_6 | 5 | 0.012 |
| nor2b_1 | 1 | 0.0014 |
| nor2_2 | 1 | 0.0014 |
| buf_1 | 1 | 0.00083 |
| buf_4 | 98 | 0.16 |
| dfxtp_1 | 97 | 0.43 |
| clkbuf_1 | 19 | 0.016 |
| and2_1 | 2 | 0.0028 |
| mux2i_1 | 94 | 0.21 |
| xor2_1 | 2 | 0.0039 |
metal layers:
layer | part of all wire | vias up | wire (um) | global-route usage
li1 | - | 1883 | - | -
met4 | 0.014 | 2 | 205 | 0.0119
met2 | 0.49 | 141 | 7070 | 0.172
met1 | 0.40 | 1635 | 5700 | 0.119
met5 | 0.00090 | - | 13 | 0
met3 | 0.099 | 16 | 1430 | 0.0458
worst min path at each step:
stage	start	to	slack (ns)	depth (start not counted)
after CTS	timer_cnt_reg[45]	timer_cnt_reg[45]	0.48	2
final	timer_cnt_reg[45]	timer_cnt_reg[45]	0.47	2
after global routing	timer_cnt_reg[59]	timer_cnt_reg[59]	0.50	2
area by class of cell:
type	instances	area, sq um
Clock buffer	12	256
Clock inverter	4	35.0
Fill cell	2103	13800
Multi-Input combinational cell	288	1690
Sequential cell	97	1940
Tap cell	275	344
Timing Repair Buffer	295	2940
tightest hold or removal path, stage by stage (launching register included):
cell	delay, ns
dfxtp_1	0.32
nand2_1	0.06
mux2i_1	0.05
power groups by stage:
stage / registers, mW / logic (mW) / clock network [mW]
final: 0.320 / 0.165 / 0.245
after global routing: 0.324 / 0.181 / 0.269
after CTS: 0.321 / 0.170 / 0.258
No activity file was given, so power comes from the tool's default toggle rates.
