`flow/design.v`:
```
`timescale 1 ns / 1 ps
module str_rd #
(
    parameter integer C_S_AXI_DATA_WIDTH = 32,
    parameter integer C_S_AXI_ADDR_WIDTH = 8,
    parameter integer N_PKT = 3
)
(    
    input wire [32*N_PKT-1:0] s_axis_tdata,
    output wire               s_axis_tready,
    input wire                s_axis_tvalid,
    input wire [31:0] write_data_count,
    input wire [31:0] read_data_count,
    input wire                                s_axi_aclk,
    input wire                                s_axi_aresetn,
    input wire [C_S_AXI_ADDR_WIDTH-1 : 0]     s_axi_awaddr,
    input wire [2 : 0]                        s_axi_awprot,
    input wire                                s_axi_awvalid,
    output wire                               s_axi_awready,
    input wire [C_S_AXI_DATA_WIDTH-1 : 0]     s_axi_wdata,
    input wire [(C_S_AXI_DATA_WIDTH/8)-1 : 0] s_axi_wstrb,
    input wire                                s_axi_wvalid,
    output wire                               s_axi_wready,
    output wire [1 : 0]                       s_axi_bresp,
    output wire                               s_axi_bvalid,
    input wire                                s_axi_bready,
    input wire [C_S_AXI_ADDR_WIDTH-1 : 0]     s_axi_araddr,
    input wire [2 : 0]                        s_axi_arprot,
    input wire                                s_axi_arvalid,
    output wire                               s_axi_arready,
    output wire [C_S_AXI_DATA_WIDTH-1 : 0]    s_axi_rdata,
    output wire [1 : 0]                       s_axi_rresp,
    output wire                               s_axi_rvalid,
    input wire                                s_axi_rready
);
    wire [N_PKT*32-1:0] tdata;
    wire                tvalid;
    str_rd_core # ( 
        .C_S_AXI_DATA_WIDTH(C_S_AXI_DATA_WIDTH),
        .C_S_AXI_ADDR_WIDTH(C_S_AXI_ADDR_WIDTH)
    ) str_rd_core_inst (
        .S_AXI_ACLK(s_axi_aclk),
        .S_AXI_ARESETN(s_axi_aresetn),
        .S_AXI_AWADDR(s_axi_awaddr),
        .S_AXI_AWPROT(s_axi_awprot),
        .S_AXI_AWVALID(s_axi_awvalid),
        .S_AXI_AWREADY(s_axi_awready),
        .S_AXI_WDATA(s_axi_wdata),
        .S_AXI_WSTRB(s_axi_wstrb),
        .S_AXI_WVALID(s_axi_wvalid),
        .S_AXI_WREADY(s_axi_wready),
        .S_AXI_BRESP(s_axi_bresp),
        .S_AXI_BVALID(s_axi_bvalid),
        .S_AXI_BREADY(s_axi_bready),
        .S_AXI_ARADDR(s_axi_araddr),
        .S_AXI_ARPROT(s_axi_arprot),
        .S_AXI_ARVALID(s_axi_arvalid),
        .S_AXI_ARREADY(s_axi_arready),
        .S_AXI_RDATA(s_axi_rdata),
        .S_AXI_RRESP(s_axi_rresp),
        .S_AXI_RVALID(s_axi_rvalid),
        .S_AXI_RREADY(s_axi_rready),
        .tdata(tdata),
        .tvalid(tvalid),
        .busy(busy),
        .write_data_count(write_data_count),
        .read_data_count(read_data_count)
    );
    reg [32*N_PKT-1:0] tdata_buf;
    reg                tvalid_buf;
    reg                tready_mask;
    always @(posedge s_axi_aclk) begin
        if (~s_axi_aresetn)
            tdata_buf <= {(32*N_PKT){1'b0}};
        else if (trans) begin
            tdata_buf <= s_axis_tdata;
        end
    end
    always @(posedge s_axi_aclk) begin
        tvalid_buf <= s_axis_tvalid;
    end
    assign tdata = tdata_buf;
    assign tvalid = tvalid_buf;
    wire trans = s_axis_tvalid & s_axis_tready;
    reg trans_buf;
    always @(posedge s_axi_aclk) begin
        trans_buf <= trans;
    end
    assign s_axis_tready = ~busy & ~trans_buf;
endmodule
`timescale 1 ns / 1 ps
module str_rd_core #
(
    parameter integer C_S_AXI_DATA_WIDTH	= 32,
    parameter integer C_S_AXI_ADDR_WIDTH	= 8,
    parameter integer N_PKT = 3
)
(
    input wire                              S_AXI_ACLK,
    input wire                              S_AXI_ARESETN,
    input wire [C_S_AXI_ADDR_WIDTH-1 : 0]   S_AXI_AWADDR,
    input wire [2 : 0]                      S_AXI_AWPROT,
    input wire                              S_AXI_AWVALID,
    output wire                             S_AXI_AWREADY,
    input wire [C_S_AXI_DATA_WIDTH-1 : 0]   S_AXI_WDATA,
    input wire [(C_S_AXI_DATA_WIDTH/8)-1:0] S_AXI_WSTRB,
    input wire                              S_AXI_WVALID,
    output wire                             S_AXI_WREADY,
    output wire [1 : 0]                     S_AXI_BRESP,
    output wire                             S_AXI_BVALID,
    input wire                              S_AXI_BREADY,
    input wire [C_S_AXI_ADDR_WIDTH-1 : 0]   S_AXI_ARADDR,
    input wire [2 : 0]                      S_AXI_ARPROT,
    input wire                              S_AXI_ARVALID,
    output wire                             S_AXI_ARREADY,
    output wire [C_S_AXI_DATA_WIDTH-1 : 0]  S_AXI_RDATA,
    output wire [1 : 0]                     S_AXI_RRESP,
    output wire                             S_AXI_RVALID,
    input wire                              S_AXI_RREADY,
    input wire [32*N_PKT - 1:0] tdata,
    input wire                  tvalid,
    output wire                 busy,
    input wire [31:0] write_data_count,
    input wire [31:0] read_data_count
);
    reg [C_S_AXI_ADDR_WIDTH-1 : 0] 	axi_awaddr;
    reg                             axi_awready;
    reg                             axi_wready;
    reg [1 : 0]                     axi_bresp;
    reg                             axi_bvalid;
    reg [C_S_AXI_ADDR_WIDTH-1 : 0] 	axi_araddr;
    reg                             axi_arready;
    reg [C_S_AXI_DATA_WIDTH-1 : 0] 	axi_rdata;
    reg [1 : 0]                     axi_rresp;
    reg                             axi_rvalid;
    localparam integer ADDR_LSB = (C_S_AXI_DATA_WIDTH/32) + 1;
    localparam integer OPT_MEM_ADDR_BITS = 5;
    wire                            slv_reg_rden;
    wire                            slv_reg_wren;
    reg [C_S_AXI_DATA_WIDTH-1:0]    reg_data_out;
    reg                             aw_en;
    reg [N_PKT-1:0]                 word_read;
    assign S_AXI_AWREADY    = axi_awready;
    assign S_AXI_WREADY     = axi_wready;
    assign S_AXI_BRESP      = axi_bresp;
    assign S_AXI_BVALID     = axi_bvalid;
    assign S_AXI_ARREADY    = axi_arready;
    assign S_AXI_RDATA      = axi_rdata;
    assign S_AXI_RRESP      = axi_rresp;
    assign S_AXI_RVALID     = axi_rvalid;
    always @( posedge S_AXI_ACLK )
    begin
        if ( S_AXI_ARESETN == 1'b0 ) begin
            axi_awready <= 1'b0;
        end else begin
            if (~axi_awready && S_AXI_AWVALID && S_AXI_WVALID && aw_en)
                axi_awready <= 1'b1;
            else if (S_AXI_BREADY && axi_bvalid)
               axi_awready <= 1'b0;
            else
               axi_awready <= 1'b0;
        end
    end
    always @( posedge S_AXI_ACLK ) begin
        if ( S_AXI_ARESETN == 1'b0 ) begin
            aw_en <= 1'b1;
        end else begin
            if (~axi_awready && S_AXI_AWVALID && S_AXI_WVALID && aw_en)
                aw_en <= 1'b0;
            else if (S_AXI_BREADY && axi_bvalid)
                aw_en <= 1'b1;
        end
    end
    always @( posedge S_AXI_ACLK ) begin
        if ( S_AXI_ARESETN == 1'b0 )
            axi_awaddr <= 0;
        else begin
            if (~axi_awready && S_AXI_AWVALID && S_AXI_WVALID && aw_en) 
                axi_awaddr <= S_AXI_AWADDR;
        end
    end
    always @( posedge S_AXI_ACLK ) begin
        if ( S_AXI_ARESETN == 1'b0 )
            axi_wready <= 1'b0;
        else begin
            if (~axi_wready && S_AXI_WVALID && S_AXI_AWVALID && aw_en )
                axi_wready <= 1'b1;
            else
                axi_wready <= 1'b0;
        end 
    end
    assign slv_reg_wren = axi_wready && S_AXI_WVALID && axi_awready && S_AXI_AWVALID;
    always @( posedge S_AXI_ACLK ) begin
        if ( S_AXI_ARESETN == 1'b0 ) begin
            ;
        end else begin
            if (slv_reg_wren) begin
                ;
            end else begin
                ;
            end
        end
    end
    always @( posedge S_AXI_ACLK ) begin
        if ( S_AXI_ARESETN == 1'b0 ) begin
            axi_bvalid  <= 0;
            axi_bresp   <= 2'b0;
        end else begin
            if (axi_awready && S_AXI_AWVALID && ~axi_bvalid && axi_wready && S_AXI_WVALID) begin
                axi_bvalid <= 1'b1;
                axi_bresp  <= 2'b0;  
            end else begin
                if (S_AXI_BREADY && axi_bvalid) 
                    axi_bvalid <= 1'b0; 
            end
        end
    end   
    always @( posedge S_AXI_ACLK ) begin
        if ( S_AXI_ARESETN == 1'b0 ) begin
            axi_arready <= 1'b0;
            axi_araddr  <= 32'b0;
        end else begin    
            if (~axi_arready && S_AXI_ARVALID) begin
                axi_arready <= 1'b1;
                axi_araddr  <= S_AXI_ARADDR;
            end else begin
                axi_arready <= 1'b0;
            end
        end
    end
    always @( posedge S_AXI_ACLK ) begin
        if ( S_AXI_ARESETN == 1'b0 ) begin
            axi_rvalid <= 0;
            axi_rresp  <= 0;
        end else begin    
            if (axi_arready && S_AXI_ARVALID && ~axi_rvalid) begin
                axi_rvalid <= 1'b1;
                axi_rresp  <= 2'b0;
            end else if (axi_rvalid && S_AXI_RREADY)
                axi_rvalid <= 1'b0;
        end
    end
    assign slv_reg_rden = axi_arready & S_AXI_ARVALID & ~axi_rvalid;
    wire [OPT_MEM_ADDR_BITS:0] addr4 = axi_araddr[ADDR_LSB+OPT_MEM_ADDR_BITS:ADDR_LSB];
    always @(*) begin
        if (addr4 == 6'h0)
            reg_data_out <= write_data_count;
        else if (addr4 == 6'h1)
            reg_data_out <= read_data_count;
        else if (addr4 == 6'h2)
            reg_data_out <= word_read;
        else if (addr4 == 6'h3)
            reg_data_out <= 32'h0;
        else if ((6'h4 <= addr4) && (addr4 < N_PKT + 4))
            reg_data_out <= tdata[32*(addr4 - 6'h4)+:32];
        else
            reg_data_out <= 32'h0;
    end
    always @( posedge S_AXI_ACLK ) begin
        if ( S_AXI_ARESETN == 1'b0 )
            axi_rdata  <= 0;
        else begin if (slv_reg_rden)
            axi_rdata <= reg_data_out;
        end
    end
    assign busy = (word_read != {(N_PKT){1'b0}});
    always @(posedge S_AXI_ACLK) begin
        if (S_AXI_ARESETN == 1'b0) begin
            word_read <= {(N_PKT){1'b0}};
        end else begin
            if (~busy && tvalid) begin
                word_read <= {(N_PKT){1'b1}};
            end else begin
                if (slv_reg_rden) begin
                    if ((6'h4 <= addr4) && (addr4 < N_PKT + 4))
                        word_read[addr4 - 6'h4] <= 0;
                end
            end
        end
    end
endmodule
```
`flow/run.sh`:
```
#!/bin/bash
# OpenROAD 26Q1-2900-gdf79404cd8, Yosys 0.63+post, stock flow scripts
make -C /OpenROAD-flow-scripts/flow DESIGN_CONFIG=/design/flow/config.mk WORK_HOME=/design/flow/orfs finish
```
`flow/config.mk`:
```
export PLATFORM = sky130hd
export DESIGN_NAME = str_rd
export DESIGN_NICKNAME = str_rd
export VERILOG_FILES = /design/flow/design.v
export SDC_FILE = /design/flow/constraint.sdc
export NUM_CORES = 4
export LEC_CHECK = 1
export CORE_UTILIZATION = 30
```
`flow/constraint.sdc`:
```
current_design str_rd

set clk_period 9.1
set clk_io_pct 0.2

create_clock -name clk0 -period $clk_period [get_ports {s_axi_aclk}]

set non_clock_inputs [all_inputs -no_clocks]
set_input_delay [expr $clk_period * $clk_io_pct] -clock clk0 $non_clock_inputs
set_output_delay [expr $clk_period * $clk_io_pct] -clock clk0 [all_outputs]
```
==> Slide: Implementation Results <==
Implementation Results

Status
  • Outcome: finished clean

STA
  • Setup slack after layout: 5180 ps
  • Final-report max-slew violation count: 0
  • Total negative setup slack: 0 ps
  • Final count of hold timing violations: 0
  • Final worst-path cycle share: 43.1%
  • RSZ-0062 raised after global routing: no
  • Achievable Freq: 0.255 GHz
  • Slew @ Worst Pin: 912 ps
  • Setup Viol. Count Final: 0
  • Final Critical Period: 3920 ps
  • Worst slew slack as a fraction of its limit: 39.1%
  • Skew final: 10.0 ps

Clock network
  • Post-cts sizing count: 0
  • Post-CTS Hold Fix Bufs: 0
  • H-tree lvl count: 4
  • Total clock buffers created by CTS: 17
  • Clk Tree Root Cell: clkbuf_16
  • Number of buffers between clock root and the deepest sink: 2
  • Skew-Pair Late Insertion Delay: 420 ps
  • Number of setup buffers added after CTS: 0
  • CTS sink count: 145
  • CTS clock-pin slew for the worst setup and hold paths: 60 ps
  • TritonCTS clock tree: done

Pwr
  • P_leak: 3.36 nW
  • Power Density: 178 nW/um^2
  • Worst IR drop on VDD: 108 uV

Setup path
  • Cell count of the worst reg-to-reg path: 9
  • FF-to-FF setup slack: 5950 ps
  • Critical path data required time: 9400 ps
  • Critical Path End Type: register
  • Slowest stage cell on the critical path: clkinv_2
  • Largest stage delay on the critical path: 640 ps
  • End of the worst register-to-register path: str_rd_core_inst.word_read[2]
  • Crit path launch type: primary input
  • CP Max Fanout: 60
  • Critical Path, Cell by Cell: clkdlybuf4s50_1 > nand2_4 > clkinv_2 > buf_4 > nand2_1 > a21boi_0
  • Start of the worst register-to-register path: str_rd_core_inst.axi_araddr[2]
  • Critical path class: in2reg
  • CP arrival: 4210 ps

GRT
  • GRT Util Overall: 18.7%
  • Leftover overflow at the end of global routing: 0
  • Maximum number of pins on one net before global-route repair: 73
  • Vias in the first global route: 6162
  • Number of antenna violations at the first check in global routing: 0
  • First-pass GRT wire length: 34300 um

Die
  • Chip Area: 23900 um^2
  • Io pins: 268
  • # rows: 55
  • Core footprint: 22700 um^2
  • Initial cell density of the core: 30.8%
  • Die X-Extent: 155 um
  • Die extent in y: 155 um

Logic synthesis
  • Post-synthesis instance area: 6990 um^2
  • Basic Gates by Area: 15.4%
  • Post-synth area hogs: dfxtp_1 (42%), nand2_1 (11%), a21boi_0 (8.7%), a21boi_1 (5.0%), mux2i_1 (4.9%)
  • Comb area leader: AND-OR/OR-AND gates
  • Share of the synthesized area in the top cell type: 41.5%
  • Proportion of synthesized area in mux cells: 4.87%
  • Cell variety after synth: 48
  • Registers, synthesis: 145
  • Chip area from the yosys synthesis statistics: 6990 um^2
  • Area fraction in full adders, half adders and majority gates: 1.25%
  • Synthesized netlist cell count: 795
  • AND-OR/OR-AND share of the synthesized area: 31.0%
  • XORs/XNORs by Area: 0.501%
  • Number of cell instances after yosys synthesis: 795
  • Yosys warning count: 3
  • Sequential cell area fraction in the yosys report: 41.5%
  • Avg Cell Area, Syn: 8.79 um^2
  • Yosys top cell by area: dfxtp_1

Route
  • Antenna diodes: 0
  • Routed length per placed instance: 17.3 um
  • DRC violation count after routing: 0
  • Via-to-Cell Ratio: 4.99
  • Remaining antenna violation count: 0
  • Number of design-rule violations left by the first detailed-router iteration: 296
  • Vias: 6310
  • DR pass1 iterations: 4
  • Final WL: 21900 um

Placed design
  • Count of buffers inserted at the top-level ports: 211
  • Setup WS pre-CTS: 4690 ps
  • Cell count after placement: 1232
  • Hpwl dp: 14400 um
  • Gp weighted congestion: 0.819

Flow run
  • Tool Warnings: 82
  • Total of max-cap violations: 0

Final layout
  • Most used cells in the layout excluding fill and tap cells: clkdlybuf4s50_1 (210), nand2_1 (198), dfxtp_1 (143)
  • Number of inserted filler cells in the final layout: 2198
  • Dominant logic cell type in the layout: clkdlybuf4s50_1
  • Share of layout cells above drive strength 1: 6.13%
  • Count of non-filler cells in the finished layout: 1264
  • Area overhead of the layout relative to synthesis: 41.2%

Worst hold path
  • Min-Delay Endpoint: str_rd_core_inst.axi_wready
  • Hold Crit Depth: 1
  • Hold path startpoint: str_rd_core_inst.axi_wready
  • Worst min path class: reg2reg
[Yosys cell counts, drive strengths merged]
cell and count:
o2bb2ai 32, a21boi 128, nor4 3, a22o 29
nand3 1, o21ai 7, inv 5, ha 7
o211ai 1, a311oi 1, a22oi 29, nor3 9
o21a 2, a211oi 3, nor2b 10, mux2i 34
or3 2, conb 1, a31oi 4, a21oi 10
nor2 8, nand2b 1, o211a 2, a211o 1
nand3b 4, nor3b 3, xor2 1, nand4 1
xnor2 3, buf 34, nand2 199, nor4b 2
or3b 1, o2111ai 29, dfxtp 145, or2 1
and2 1, and3 1, clkbuf 40
[registers in the layout, summed over array words and instances (netlist names)]
name / cells
str_rd_core_inst.axi_arready: 1
str_rd_core_inst.axi_awready: 1
tvalid_buf: 1
str_rd_core_inst.axi_rdata: 32
str_rd_core_inst.axi_wready: 1
tdata_buf: 96
str_rd_core_inst.axi_araddr: 6
str_rd_core_inst.axi_bvalid: 1
str_rd_core_inst.aw_en: 1
trans_buf: 1
str_rd_core_inst.word_read: 3
str_rd_core_inst.axi_rvalid: 1
[area by class of cell]
cell class	count	area, um^2	area share (%)
well taps	285	357	3.61
clock inverters	13	173	1.75
repair buffers	223	2200	22.3
clock buffers	19	453	4.59
flip-flops and latches	145	2910	29.4
inverters	5	20.0	0.203
multi-input cells	574	3760	38.1
[per-layer routing]
metal | vias up | global-route usage, % | routed length (um)
met1 | 2951 | 28.3 | 10800
met3 | 13 | 2.83 | 835
met2 | 146 | 29.7 | 10000
met4 | 0 | 1.70 | 223
met5 | - | 0 | 0
li1 | 3200 | - | -
[where the power goes]
part	leakage, nW	internal, mW	switching, mW	total, mW
clock network	0.299	0.452	0.290	0.742
logic	1.87	0.151	0.159	0.310
registers	1.18	0.681	0.0251	0.706
total	3.36	1.28	0.474	1.76
[worst max-delay path, delay by kind of cell]
family                 cells  cell delay, ps
AND-OR/OR-AND              1              90
AND/OR/NAND/NOR            2             620
buffers and inverters      3            1610
[cell families (layout without fill, tap and decap cells)]
| group | after synthesis | after routing |
|---|---|---|
| AND/OR/NAND/NOR | 247 | 247 |
| flip-flops | 145 | 145 |
| other | 1 | 4 |
| multiplexers | 34 | 34 |
| buffers and inverters | 79 | 260 |
| XOR/XNOR | 4 | 4 |
| adder cells (fa/ha/maj) | 7 | 7 |
| AND-OR/OR-AND | 278 | 278 |
[through the flow]
stage	hold slack [ps]	total power, mW	util (%)	cell area, um^2
finish	451	1.76	43.4	9870
global route	474	1.84	43.4	9870
CTS	455	1.78	43.4	9870
detailed placement	446	1.03	40.7	9240
global placement	437	1.03	40.7	9240
floorplan	400	0.890	-	7000
[worst max-delay path by stage]
stage / from / endpoint / cells after the start
finish: s_axis_tvalid / tdata_buf[52] / 6
global route: s_axis_tvalid / tdata_buf[53] / 6
CTS: s_axis_tvalid / tdata_buf[15] / 6
Power figures rest on the tool's default switching activity, not on a simulated workload.
